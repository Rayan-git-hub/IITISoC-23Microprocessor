`flow/run.sh`:
```
#!/bin/bash
# OpenROAD 26Q1-2900-gdf79404cd8, Yosys 0.63+post, stock flow scripts
make -C /OpenROAD-flow-scripts/flow DESIGN_CONFIG=/design/flow/config.mk WORK_HOME=/design/flow/orfs finish
```
`flow/config.mk`:
```
export PLATFORM = sky130hd
export DESIGN_NAME = control_unit
export DESIGN_NICKNAME = control_unit
export VERILOG_FILES = /design/flow/design.v
export SDC_FILE = /design/flow/constraint.sdc
export NUM_CORES = 4
export LEC_CHECK = 1
export CORE_AREA = 10 10 70 70
export DIE_AREA = 0 0 80 80
```
`flow/constraint.sdc`:
```
current_design control_unit

set clk_period 1.0
set clk_io_pct 0.2

create_clock -name clk0 -period $clk_period

set non_clock_inputs [all_inputs -no_clocks]
set_input_delay [expr $clk_period * $clk_io_pct] -clock clk0 $non_clock_inputs
set_output_delay [expr $clk_period * $clk_io_pct] -clock clk0 [all_outputs]
```
`flow/design.v`:
```
`timescale 1ns / 1ps
module control_unit(
input clk,
input reset,
input start,input s,
output reg [1:0]pc,
    output reg [1:0]state,
    output reg [1:0]next_state);
    always@(*)
    begin 
     state=next_state;
     if(reset==0)        
        begin state=2'b00; 
            pc=2'b00;    
        end
        if (clk==1||s==1)
            begin    
                case(state)
                   2'b00:
                        begin
    next_state=2'b01; 
    end
    2'b01:
    begin
    pc=pc+1;
    next_state=2'b10; 
    end
    2'b10:
    begin
    next_state<=2'b01;
    end
    endcase   
     end
    end
endmodule
```
==> flow_summary.toml <==
# synthesis and place-and-route metrics
[place]
place.port_buffers = 9
dpl.cell_count = 72
globalplace.congestion = 0.718
place_area_um2 = 308
post-dp-hpwl_um = 433
place_ws_ps = -699

[yosys]
syn_area_um2 = 160
async_reset_ff_share_pct = 0
ys_top_cells_by_count = "dlxtn_1, and2_2"
edf_count = 0
synth_warnings = 13
largest_area_cell = "dlxtn_1"
synth_chip_area_um2 = 160
synth_area_per_cell_um2 = 9.42
most_common_cell = "dlxtn_1"
synthCells = 17
numSynthFlops = 4
topCellsByArea = "dlxtn_1, nand3b_4, and2_2"
synth_top_area_share_pct = 37.5
ys_types = 13
yosys_cells = 17
synthFlopType = "dlxtn_1"

[power]
power_uw = 56.8
leakage_uw = 0.000118
power_density_nw_per_um2 = 186
vdd_ir_drop_max_v = 0.0000318

[die]
die_width_um = 80
fp_util_pct = 4.69
dieHeight_um = 80
design.core.area_um2 = 3420
rows = 21
ios = 10
die_area_um2 = 6400

[sta]
tightest_slew_ps = 300
report.final.hold_viol_count = 0
unclocked_regs = 4
max-slew-margin-rel_pct = 79.9
finalSetupViolCount = 0
period_used_pct = 93.1
fin_ws_ps = 69.3
tns_ps = 0
clock.fmax_mhz = 1070
period_minus_slack_ps = 931
rsz0062_at_grt = "false"
drv_slew = 0
untimed_endpoints = 8

[grt]
grt_use_met2_pct = 1.12
grt_max_degree = 7
grt_use_met1_pct = 2.06
antenna_found_initial = 0
gr-total-overflow = 0
grt.total_usage_pct = 1.50
busiest_layer = "met3"
gr-usage-met3_pct = 2.27
grt_pass1_wl_um = 745
grt_pass1_vias = 131

[detailed_routing]
drc_errors = 0
ant_nets = 0
drt-pass1-iter-count = 3
drt_iter0_markers = 7
drt-total-wl_um = 511
wire_per_inst_um = 7.10
drt-vias-per-instance = 2.01
n_antenna_cell = 0
vias = 145

[hold_path]
hold_path.class = "primary input to primary output"
holdPathStages = 3
hold_path.startpoint = "reset"
min_to = "state[0]"

[worst_setup_path]
required_ps = 800
startpoint = "reset"
timing_worst_setup_path_type = "primary input to primary output"
crit_path_start_kind = "primary input"
worstPathMaxFanout = 6
crit_path_end_kind = "primary output"
critPathArrivalTime_ps = 730

[job]
warning_count = 33
cap_violations = 0

[clocking]
hold_buffers = 0

[run_status]
status = "completed"

[layout]
area_growth_syn_to_layout_pct = 90.6
design_area_um2 = 305
final_cells = 72
fillers = 403
drive_gt1_share_pct = 19.2
==> how the worst max path moves through the flow <==
stage | endpoint | depth (start not counted) | slack [ps]
4_1_cts | state[1] | 3 | 20
5_1_grt | state[1] | 3 | 50
6_report | state[1] | 3 | 70
==> per-stage QoR <==
step           utilization (%)  hold WS, ps
2_1_floorplan                -          497
3_3_place_gp              9.01         1600
3_5_place_dp              9.01         1610
4_1_cts                   8.86          890
5_1_grt                   8.94          900
6_report                  8.94          865
==> timing repair <==
action | in CTS | in global routing
gates resized | 7 | 2
buffers inserted | 0 | 0
cloned | 0 | 0
endpoints found under the setup margin | 2 | 2
==> routing by layer <==
metal / vias up / part of all wire, %
met3: 0 / 34
met2: 9 / 18
met1: 60 / 48
li1: 76 / -
met5: - / 0
met4: 0 / 0
==> cells in the final DEF (no fill, tap or decap) <==
master / instances
a21o_1: 1
clkdlybuf4s50_1: 6
nand2_1: 1
o21ai_0: 1
xnor2_1: 1
buf_4: 1
nor2b_1: 1
o211ai_1: 1
o31ai_1: 1
clkdlybuf4s15_1: 2
nand3b_4: 1
nor2_1: 1
nor2_4: 1
inv_1: 1
dlxtn_1: 4
and2_2: 2
==> report_power, final <==
group	switching, µW	leakage (µW)	internal, µW
Clock	0	0	0
Combinational	18.8	0.0000858	26.2
Sequential	2.04	0.0000318	9.70
==> critical path: stages <==
cell             delay (ps)
buf_4                   140
and2_2                  180
clkdlybuf4s15_1         210
==> kinds of logic (layout without fill, tap and decap cells) <==
| kind of cell | Yosys count | after routing | synth area share, % |
|---|---|---|---|
| latches | 4 | 4 | 37.5 |
| AND-OR/OR-AND | 4 | 4 | 17.2 |
| XOR/XNOR | 1 | 1 | 5.47 |
| buffers and inverters | 1 | 10 | 2.34 |
| AND/OR/NAND/NOR | 7 | 7 | 37.5 |
==> layout make-up <==
class | instances | area (µm²) | share of cell area [%]
timing repair buffer | 9 | 87.6 | 28.7
multi-input combinational | 12 | 96.3 | 31.6
tap | 46 | 57.6 | 18.9
sequential | 4 | 60.1 | 19.7
inverter | 1 | 3.75 | 1.23
==> state kept, by name, summed over array words and instances, names as in the netlist <==
| name | cells |
|---|---|
| next_state | 2 |
| pc | 2 |
Power is estimated from default activity; no workload was simulated.
