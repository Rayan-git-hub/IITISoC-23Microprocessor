==> ./design.v <==
`timescale 1ns / 1ps
module ALU_design(in1,in2,opcode,out,clk,s);
input [7:0] in1;
input [7:0] in2;
input [2:0] opcode;
output reg [7:0] out;
input clk;
  output reg s;
always@(*)
  begin
    case(opcode)
    2'b00:begin
      out=in1+in2;s=1;
    end
    2'b01:begin
      out=in1-in2;s=1;
    end
    2'b10:begin
      out=in1&in2;s=1;
    end
    2'b11:begin
      out=in1^in2;
    end
  default: begin
     out=in1;s=1;
  end
    endcase
  end
endmodule
==> ./run.sh <==
#!/bin/bash
# OpenROAD 26Q1-2900-gdf79404cd8, Yosys 0.63+post, stock flow scripts
make -C /OpenROAD-flow-scripts/flow DESIGN_CONFIG=/design/flow/config.mk WORK_HOME=/design/flow/orfs finish
==> ./config.mk <==
export PLATFORM = sky130hd
export DESIGN_NAME = ALU_design
export DESIGN_NICKNAME = ALU_design
export VERILOG_FILES = /design/flow/design.v
export SDC_FILE = /design/flow/constraint.sdc
export NUM_CORES = 4
export LEC_CHECK = 1
export CORE_AREA = 10 10 75 75
export DIE_AREA = 0 0 85 85
==> ./constraint.sdc <==
current_design ALU_design

set clk_period 5.2
set clk_io_pct 0.2

create_clock -name clk0 -period $clk_period

set non_clock_inputs [all_inputs -no_clocks]
set_input_delay [expr $clk_period * $clk_io_pct] -clock clk0 $non_clock_inputs
set_output_delay [expr $clk_period * $clk_io_pct] -clock clk0 [all_outputs]
==> CHANGELOG.md <==
### Changed

* Leakage power at 0.498 nW
* Mean post-synth cell area at 8.11 µm²
* Fraction of synthesized cell area taken by the top area cell type at 23.3%
* Number of antenna cells inserted at 0
* Floorplan Core Area at 4060 µm²
* Share of the core filled by cells before placement at 21.2%
* Time the worst path needs with I/O delays and setup at 4.97 ns
* Sum of overflow across all layers after global routing at 0
* M2 GR Usage at 9.95%
* Unrepaired setup endpoints after global routing: false
* Minimum setup slack in the final design at 0.234 ns
* Maximum fanout along the worst path at 4
* Mapped Cells at 106
* Seq/Total Area, Yosys at 0%
* Gates resized, CTS repair at 0
* Horizontal extent of the die at 85 µm
* Crit path DRT at 4.16 ns
* Total vias in the final route at 820
* Top Usage Layer GRT: met2
* Tally of yosys warning messages at 1
* Period utilisation layout at 95.5%
* Highest-count cells in the layout ignoring fill and taps: 27 x sky130_fd_sc_hd__clkdlybuf4s50_1, 16 x sky130_fd_sc_hd__ha_1, 9 x sky130_fd_sc_hd__inv_1, 7 x sky130_fd_sc_hd__xnor2_1, 7 x sky130_fd_sc_hd__nor2_1
* Final count of hold timing violations at 0
* Routing usage on met3 at 1.25%
* Largest net degree at the start of global routing at 12
* Number of global-route vias before repair at 826
* Highest attainable clock frequency at 201 MHz
* I/O pin cnt at 29
* Fraction of final layout cells sized beyond drive strength 1 at 12.8%
* Global-route met1 utilization at 8.29%
* Syn Std Cell Area at 860 µm²
* Power density over the cells at 108 nW/µm²
* Arrival time of the worst setup path at 3.93 ns
* Number of different library cells in the post-synthesis netlist at 39
* Remaining antenna violation count at 0
* Crit Path Category: input pin to output pin
* Iteration-0 DRC Markers at 50
* Final-layout clock buffer total at 0
* Die area at 7230 µm²
* Iteration tally of the first detailed-router pass at 4
* First-pass GRT wire length at 3860 µm
* Cell type with the largest total area after synthesis: sky130_fd_sc_hd__ha_1
* Area Growth Syn to Fin at 37.6%
* Seq_cells at 0
* Worst setup EP type: output pin
* Initial antenna violation count at 0
* All-layer global routing usage at 6.07%
* Count of pins over their slew limit at 0
* Post-synth area hogs: sky130_fd_sc_hd__ha_1 23%, sky130_fd_sc_hd__mux2_2 7.9%, sky130_fd_sc_hd__xnor2_1 7.1%, sky130_fd_sc_hd__inv_1 3.9%, sky130_fd_sc_hd__mux2i_1 3.5%
* Post-detailed-route DRC marker count at 0
* Cell count in the Yosys report at 106
* Status: completed
* Drt via density at 4.48
* Filler instances at 435
* Number of buffers added for setup after CTS at 0
* Placer's final routability congestion estimate at 0.804
* Detailed-placement wirelength estimate at 1930 µm
* Setup tns final at 0 ns
* Most common cell after layout, fill and taps aside: sky130_fd_sc_hd__clkdlybuf4s50_1
* Final Setup Violations at 0
* Max Cap Viol at 0
* Worst IR Drop VDD at 0.0312 mV
* WL final at 2260 µm
* Buffers on Ports at 27
* Class of the tightest hold or removal check: input pin to output pin
* Tool warnings at 34
* Routed WL per cell at 12.3 µm
* Yosys stat chip area at 860 µm²
* Storage cell area at 0 µm²
* Vertical die size at 85 µm
* Rows at 23
* Minimum setup slack after placement at 0.210 ns
* Kind of start point of the critical path: input pin
* Number of buffers added to fix hold violations after cts at 0
==> cell usage after synthesis, types with 2 or more instances <==
library cell	n
sky130_fd_sc_hd__inv_1	9
sky130_fd_sc_hd__mux2i_1	3
sky130_fd_sc_hd__o21ai_0	5
sky130_fd_sc_hd__a22oi_1	2
sky130_fd_sc_hd__a21oi_1	5
sky130_fd_sc_hd__buf_4	2
sky130_fd_sc_hd__mux2_2	6
sky130_fd_sc_hd__nor3_1	3
sky130_fd_sc_hd__a21o_1	2
sky130_fd_sc_hd__a31oi_1	4
sky130_fd_sc_hd__xnor2_1	7
sky130_fd_sc_hd__xor2_1	2
sky130_fd_sc_hd__o21a_1	3
sky130_fd_sc_hd__nor2_1	7
sky130_fd_sc_hd__nand2_1	5
sky130_fd_sc_hd__o211ai_1	3
sky130_fd_sc_hd__ha_1	16
==> cell families after synthesis <==
kind of cell / share of synthesized area [%]
adders and majority gates: 25.6
buffers and inverters: 9.02
AOI/OAI and AO/OA: 25.5
muxes: 11.4
xor gates and xnor gates: 11.1
other: 0.436
and+or+nand+nor: 17.0
==> path summary, 6_finish.rpt <==
kind / start / slack, ns / depth (start not counted) / end
max: in2[0] / 0.23 / 11 / out[6]
min: in1[0] / 3.06 / 4 / out[0]
==> metrics by stage <==
step	hold WS (ns)	std cells	power (mW)	utilization [%]	cell area, µm²
after CTS	3.08	183	0.131	29.1	1180
after floorplan	2.13	106	0.0796	-	860
final	3.06	183	0.128	29.1	1180
after global placement	3.07	183	0.129	29.1	1180
after detailed placement	3.07	183	0.130	29.1	1180
after global routing	3.15	183	0.145	29.1	1180
==> worst max-delay path, stage by stage <==
cell                              delay [ns]
sky130_fd_sc_hd__clkdlybuf4s50_1        0.56
sky130_fd_sc_hd__inv_1                  0.07
sky130_fd_sc_hd__ha_1                   0.28
sky130_fd_sc_hd__mux2_2                 0.28
sky130_fd_sc_hd__fa_1                   0.47
sky130_fd_sc_hd__nor2b_4                0.15
sky130_fd_sc_hd__o2111ai_2              0.12
sky130_fd_sc_hd__a211oi_1               0.22
sky130_fd_sc_hd__a41oi_1                0.07
sky130_fd_sc_hd__a31oi_1                0.18
sky130_fd_sc_hd__clkdlybuf4s50_1        0.49
==> cell type report <==
class	instances	area, µm²	area share (%)
repair buffers	31	300	25.4
inverters	10	37.5	3.17
well taps	50	62.6	5.29
multi-input cells	92	782	66.1
==> power by group <==
part | total [mW] | switching [mW] | internal [mW]
sequential | 0 | 0 | 0
combinational | 0.128 | 0.0559 | 0.0723
clock | 0 | 0 | 0
==> routing by layer <==
layer  vias to the layer above  share of wire [%]
met5                         -                  0
met4                         0               0.62
met3                         2                6.6
met2                        18                 45
met1                       356                 48
li1                        444                  -
Power figures rest on the tool's default switching activity, not on a simulated workload.
